==> flow/design.v <==
`timescale 1ns/1ns
module NOT(A, Y);
input A;
output Y;
assign #3 Y = ~A;
endmodule
module NAND(A, B, Y);
input A, B;
output Y;
assign #5 Y = ~(A & B);
endmodule
module NOR(A, B, Y);
input A, B;
output Y;
assign #5 Y = ~(A | B);
endmodule
module DFF(C, D, Q);
input C, D;
output reg Q;
always @(posedge C)
	Q <= D;
endmodule
module DFF_PP0 (D, C, R, Q);
input D, C, R;
output reg Q;
always @(posedge C or posedge R) begin
	if (R == 1)
		Q <= 0;
	else
		Q <= D;
end
endmodule
module DFF_PP1 (D, C, R, Q);
input D, C, R;
output reg Q;
always @(posedge C or posedge R) begin
	if (R == 1)
		Q <= 1;
	else
		Q <= D;
end
endmodule
module logicBlock_s(A, B, m, Ci, W, Co);
  wire _000_;
  wire _001_;
  wire _002_;
  wire _003_;
  wire _004_;
  wire _005_;
  wire _006_;
  wire _007_;
  wire _008_;
  wire _009_;
  wire _010_;
  wire _011_;
  wire _012_;
  wire _013_;
  wire _014_;
  wire _015_;
  wire _016_;
  wire _017_;
  wire _018_;
  wire _019_;
  wire _020_;
  wire _021_;
  wire _022_;
  wire _023_;
  wire _024_;
  wire _025_;
  wire _026_;
  wire _027_;
  wire _028_;
  wire _029_;
  wire _030_;
  wire _031_;
  wire _032_;
  wire _033_;
  wire _034_;
  wire _035_;
  wire _036_;
  wire _037_;
  wire _038_;
  wire _039_;
  wire _040_;
  wire _041_;
  wire _042_;
  wire _043_;
  wire _044_;
  wire _045_;
  wire _046_;
  wire _047_;
  wire _048_;
  wire _049_;
  wire _050_;
  wire _051_;
  wire _052_;
  wire _053_;
  wire _054_;
  wire _055_;
  wire _056_;
  wire _057_;
  wire _058_;
  wire _059_;
  wire _060_;
  wire _061_;
  wire _062_;
  wire _063_;
  wire _064_;
  wire _065_;
  wire _066_;
  wire _067_;
  wire _068_;
  wire _069_;
  wire _070_;
  wire _071_;
  wire _072_;
  wire _073_;
  wire _074_;
  wire _075_;
  wire _076_;
  wire _077_;
  wire _078_;
  wire _079_;
  wire _080_;
  wire _081_;
  wire _082_;
  wire _083_;
  wire _084_;
  wire _085_;
  wire _086_;
  wire _087_;
  wire _088_;
  wire _089_;
  wire _090_;
  wire _091_;
  wire _092_;
  wire _093_;
  wire _094_;
  wire _095_;
  wire _096_;
  wire _097_;
  wire _098_;
  wire _099_;
  wire _100_;
  wire _101_;
  wire _102_;
  wire _103_;
  wire _104_;
  wire _105_;
  wire _106_;
  wire _107_;
  wire _108_;
  wire _109_;
  wire _110_;
  wire _111_;
  wire _112_;
  wire _113_;
  wire _114_;
  wire _115_;
  wire _116_;
  wire _117_;
  wire _118_;
  wire _119_;
  wire _120_;
  wire _121_;
  wire _122_;
  wire _123_;
  wire _124_;
  wire _125_;
  wire _126_;
  wire _127_;
  wire _128_;
  wire _129_;
  wire _130_;
  wire _131_;
  wire _132_;
  input [7:0] A;
  input [7:0] B;
  input Ci;
  output Co;
  output [7:0] W;
  input [1:0] m;
  NOT _133_ (
    .A(A[5]),
    .Y(_066_)
  );
  NOT _134_ (
    .A(A[3]),
    .Y(_067_)
  );
  NOT _135_ (
    .A(A[1]),
    .Y(_068_)
  );
  NOR _136_ (
    .A(A[0]),
    .B(Ci),
    .Y(_069_)
  );
  NAND _137_ (
    .A(_069_),
    .B(_068_),
    .Y(_070_)
  );
  NOR _138_ (
    .A(_070_),
    .B(A[2]),
    .Y(_071_)
  );
  NAND _139_ (
    .A(_071_),
    .B(_067_),
    .Y(_072_)
  );
  NOR _140_ (
    .A(_072_),
    .B(A[4]),
    .Y(_073_)
  );
  NAND _141_ (
    .A(_073_),
    .B(_066_),
    .Y(_074_)
  );
  NOR _142_ (
    .A(_074_),
    .B(A[6]),
    .Y(_075_)
  );
  NOT _143_ (
    .A(m[1]),
    .Y(_076_)
  );
  NOR _144_ (
    .A(_076_),
    .B(m[0]),
    .Y(_077_)
  );
  NOT _145_ (
    .A(_077_),
    .Y(_078_)
  );
  NOR _146_ (
    .A(_078_),
    .B(A[7]),
    .Y(_079_)
  );
  NAND _147_ (
    .A(_079_),
    .B(_075_),
    .Y(_080_)
  );
  NOT _148_ (
    .A(m[0]),
    .Y(_081_)
  );
  NOR _149_ (
    .A(m[1]),
    .B(_081_),
    .Y(_082_)
  );
  NOT _150_ (
    .A(A[7]),
    .Y(_083_)
  );
  NAND _151_ (
    .A(A[0]),
    .B(Ci),
    .Y(_084_)
  );
  NOR _152_ (
    .A(_084_),
    .B(_068_),
    .Y(_085_)
  );
  NAND _153_ (
    .A(_085_),
    .B(A[2]),
    .Y(_086_)
  );
  NOR _154_ (
    .A(_086_),
    .B(_067_),
    .Y(_087_)
  );
  NAND _155_ (
    .A(_087_),
    .B(A[4]),
    .Y(_088_)
  );
  NOR _156_ (
    .A(_088_),
    .B(_066_),
    .Y(_089_)
  );
  NAND _157_ (
    .A(_089_),
    .B(A[6]),
    .Y(_090_)
  );
  NOR _158_ (
    .A(_090_),
    .B(_083_),
    .Y(_091_)
  );
  NAND _159_ (
    .A(_091_),
    .B(_082_),
    .Y(_092_)
  );
  NAND _160_ (
    .A(_092_),
    .B(_080_),
    .Y(Co)
  );
  NOR _161_ (
    .A(m[1]),
    .B(m[0]),
    .Y(_093_)
  );
  NAND _162_ (
    .A(_093_),
    .B(A[0]),
    .Y(_094_)
  );
  NOT _163_ (
    .A(Ci),
    .Y(_095_)
  );
  NOT _164_ (
    .A(A[0]),
    .Y(_096_)
  );
  NOR _165_ (
    .A(_096_),
    .B(_095_),
    .Y(_097_)
  );
  NOR _166_ (
    .A(_097_),
    .B(_069_),
    .Y(_098_)
  );
  NAND _167_ (
    .A(_098_),
    .B(_081_),
    .Y(_099_)
  );
  NOR _168_ (
    .A(_098_),
    .B(m[1]),
    .Y(_100_)
  );
  NOR _169_ (
    .A(_076_),
    .B(_081_),
    .Y(_101_)
  );
  NOT _170_ (
    .A(_101_),
    .Y(_102_)
  );
  NOR _171_ (
    .A(_102_),
    .B(B[0]),
    .Y(_103_)
  );
  NOR _172_ (
    .A(_103_),
    .B(_100_),
    .Y(_104_)
  );
  NAND _173_ (
    .A(_104_),
    .B(_099_),
    .Y(_105_)
  );
  NAND _174_ (
    .A(_105_),
    .B(_094_),
    .Y(W[0])
  );
  NOT _175_ (
    .A(_093_),
    .Y(_106_)
  );
  NOR _176_ (
    .A(_106_),
    .B(A[1]),
    .Y(_107_)
  );
  NAND _177_ (
    .A(_101_),
    .B(B[1]),
    .Y(_108_)
  );
  NOR _178_ (
    .A(_097_),
    .B(A[1]),
    .Y(_109_)
  );
  NAND _179_ (
    .A(_097_),
    .B(A[1]),
    .Y(_110_)
  );
  NAND _180_ (
    .A(_110_),
    .B(_082_),
    .Y(_111_)
  );
  NOR _181_ (
    .A(_111_),
    .B(_109_),
    .Y(_112_)
  );
  NOT _182_ (
    .A(_070_),
    .Y(_113_)
  );
  NOR _183_ (
    .A(_069_),
    .B(_068_),
    .Y(_114_)
  );
  NOR _184_ (
    .A(_114_),
    .B(_113_),
    .Y(_115_)
  );
  NOR _185_ (
    .A(_115_),
    .B(_078_),
    .Y(_116_)
  );
  NOR _186_ (
    .A(_116_),
    .B(_112_),
    .Y(_117_)
  );
  NAND _187_ (
    .A(_117_),
    .B(_108_),
    .Y(_118_)
  );
  NOR _188_ (
    .A(_118_),
    .B(_093_),
    .Y(_119_)
  );
  NOR _189_ (
    .A(_119_),
    .B(_107_),
    .Y(W[1])
  );
  NOR _190_ (
    .A(_106_),
    .B(A[2]),
    .Y(_120_)
  );
  NAND _191_ (
    .A(_101_),
    .B(B[2]),
    .Y(_121_)
  );
  NOR _192_ (
    .A(_085_),
    .B(A[2]),
    .Y(_122_)
  );
  NAND _193_ (
    .A(_086_),
    .B(_082_),
    .Y(_123_)
  );
  NOR _194_ (
    .A(_123_),
    .B(_122_),
    .Y(_124_)
  );
  NOT _195_ (
    .A(A[2]),
    .Y(_125_)
  );
  NOR _196_ (
    .A(_113_),
    .B(_125_),
    .Y(_126_)
  );
  NOR _197_ (
    .A(_126_),
    .B(_071_),
    .Y(_127_)
  );
  NOR _198_ (
    .A(_127_),
    .B(_078_),
    .Y(_128_)
  );
  NOR _199_ (
    .A(_128_),
    .B(_124_),
    .Y(_129_)
  );
  NAND _200_ (
    .A(_129_),
    .B(_121_),
    .Y(_130_)
  );
  NOR _201_ (
    .A(_130_),
    .B(_093_),
    .Y(_131_)
  );
  NOR _202_ (
    .A(_131_),
    .B(_120_),
    .Y(W[2])
  );
  NOR _203_ (
    .A(_106_),
    .B(A[3]),
    .Y(_132_)
  );
  NOR _204_ (
    .A(_110_),
    .B(_125_),
    .Y(_000_)
  );
  NOR _205_ (
    .A(_000_),
    .B(A[3]),
    .Y(_001_)
  );
  NAND _206_ (
    .A(_000_),
    .B(A[3]),
    .Y(_002_)
  );
  NAND _207_ (
    .A(_002_),
    .B(_082_),
    .Y(_003_)
  );
  NOR _208_ (
    .A(_003_),
    .B(_001_),
    .Y(_004_)
  );
  NOT _209_ (
    .A(B[3]),
    .Y(_005_)
  );
  NOR _210_ (
    .A(_005_),
    .B(_076_),
    .Y(_006_)
  );
  NOR _211_ (
    .A(_006_),
    .B(_081_),
    .Y(_007_)
  );
  NOR _212_ (
    .A(_071_),
    .B(_067_),
    .Y(_008_)
  );
  NAND _213_ (
    .A(_077_),
    .B(_072_),
    .Y(_009_)
  );
  NOR _214_ (
    .A(_009_),
    .B(_008_),
    .Y(_010_)
  );
  NOR _215_ (
    .A(_010_),
    .B(_007_),
    .Y(_011_)
  );
  NOR _216_ (
    .A(_011_),
    .B(_004_),
    .Y(_012_)
  );
  NOR _217_ (
    .A(_012_),
    .B(_132_),
    .Y(W[3])
  );
  NOT _218_ (
    .A(_073_),
    .Y(_013_)
  );
  NAND _219_ (
    .A(_072_),
    .B(A[4]),
    .Y(_014_)
  );
  NAND _220_ (
    .A(_014_),
    .B(_013_),
    .Y(_015_)
  );
  NOR _221_ (
    .A(_015_),
    .B(_078_),
    .Y(_016_)
  );
  NOR _222_ (
    .A(B[4]),
    .B(_081_),
    .Y(_017_)
  );
  NOR _223_ (
    .A(_017_),
    .B(_016_),
    .Y(_018_)
  );
  NOR _224_ (
    .A(_018_),
    .B(_082_),
    .Y(_019_)
  );
  NOT _225_ (
    .A(A[4]),
    .Y(_020_)
  );
  NAND _226_ (
    .A(_093_),
    .B(_020_),
    .Y(_021_)
  );
  NAND _227_ (
    .A(_002_),
    .B(_020_),
    .Y(_022_)
  );
  NAND _228_ (
    .A(_022_),
    .B(_088_),
    .Y(_023_)
  );
  NAND _229_ (
    .A(_023_),
    .B(_082_),
    .Y(_024_)
  );
  NAND _230_ (
    .A(_024_),
    .B(_021_),
    .Y(_025_)
  );
  NOR _231_ (
    .A(_025_),
    .B(_019_),
    .Y(W[4])
  );
  NOR _232_ (
    .A(_106_),
    .B(A[5]),
    .Y(_026_)
  );
  NOR _233_ (
    .A(_002_),
    .B(_020_),
    .Y(_027_)
  );
  NOR _234_ (
    .A(_027_),
    .B(A[5]),
    .Y(_028_)
  );
  NAND _235_ (
    .A(_027_),
    .B(A[5]),
    .Y(_029_)
  );
  NAND _236_ (
    .A(_029_),
    .B(_082_),
    .Y(_030_)
  );
  NOR _237_ (
    .A(_030_),
    .B(_028_),
    .Y(_031_)
  );
  NOR _238_ (
    .A(_073_),
    .B(_066_),
    .Y(_032_)
  );
  NAND _239_ (
    .A(_077_),
    .B(_074_),
    .Y(_033_)
  );
  NOR _240_ (
    .A(_033_),
    .B(_032_),
    .Y(_034_)
  );
  NOT _241_ (
    .A(B[5]),
    .Y(_035_)
  );
  NOR _242_ (
    .A(_035_),
    .B(_076_),
    .Y(_036_)
  );
  NOR _243_ (
    .A(_036_),
    .B(_081_),
    .Y(_037_)
  );
  NOR _244_ (
    .A(_037_),
    .B(_034_),
    .Y(_038_)
  );
  NOR _245_ (
    .A(_038_),
    .B(_031_),
    .Y(_039_)
  );
  NOR _246_ (
    .A(_039_),
    .B(_026_),
    .Y(W[5])
  );
  NOR _247_ (
    .A(_106_),
    .B(A[6]),
    .Y(_040_)
  );
  NOT _248_ (
    .A(A[6]),
    .Y(_041_)
  );
  NOT _249_ (
    .A(_074_),
    .Y(_042_)
  );
  NOR _250_ (
    .A(_042_),
    .B(_041_),
    .Y(_043_)
  );
  NOR _251_ (
    .A(_043_),
    .B(_075_),
    .Y(_044_)
  );
  NOR _252_ (
    .A(_044_),
    .B(_078_),
    .Y(_045_)
  );
  NOR _253_ (
    .A(_029_),
    .B(_041_),
    .Y(_046_)
  );
  NOR _254_ (
    .A(_089_),
    .B(A[6]),
    .Y(_047_)
  );
  NOR _255_ (
    .A(_047_),
    .B(_046_),
    .Y(_048_)
  );
  NAND _256_ (
    .A(_048_),
    .B(_082_),
    .Y(_049_)
  );
  NOT _257_ (
    .A(B[6]),
    .Y(_050_)
  );
  NOR _258_ (
    .A(_102_),
    .B(_050_),
    .Y(_051_)
  );
  NOR _259_ (
    .A(_051_),
    .B(_093_),
    .Y(_052_)
  );
  NAND _260_ (
    .A(_052_),
    .B(_049_),
    .Y(_053_)
  );
  NOR _261_ (
    .A(_053_),
    .B(_045_),
    .Y(_054_)
  );
  NOR _262_ (
    .A(_054_),
    .B(_040_),
    .Y(W[6])
  );
  NOR _263_ (
    .A(_106_),
    .B(A[7]),
    .Y(_055_)
  );
  NAND _264_ (
    .A(_090_),
    .B(_083_),
    .Y(_056_)
  );
  NAND _265_ (
    .A(_056_),
    .B(_076_),
    .Y(_057_)
  );
  NOR _266_ (
    .A(_057_),
    .B(_091_),
    .Y(_058_)
  );
  NAND _267_ (
    .A(_077_),
    .B(A[7]),
    .Y(_059_)
  );
  NOR _268_ (
    .A(_059_),
    .B(_075_),
    .Y(_060_)
  );
  NAND _269_ (
    .A(_101_),
    .B(B[7]),
    .Y(_061_)
  );
  NAND _270_ (
    .A(_061_),
    .B(_106_),
    .Y(_062_)
  );
  NOR _271_ (
    .A(_062_),
    .B(_060_),
    .Y(_063_)
  );
  NAND _272_ (
    .A(_063_),
    .B(_080_),
    .Y(_064_)
  );
  NOR _273_ (
    .A(_064_),
    .B(_058_),
    .Y(_065_)
  );
  NOR _274_ (
    .A(_065_),
    .B(_055_),
    .Y(W[7])
  );
endmodule
==> flow/run.sh <==
#!/bin/bash
# OpenROAD 26Q1-2900-gdf79404cd8, Yosys 0.63+post, stock flow scripts
make -C /OpenROAD-flow-scripts/flow DESIGN_CONFIG=/design/flow/config.mk WORK_HOME=/design/flow/orfs finish
==> flow/config.mk <==
export PLATFORM = sky130hd
export DESIGN_NAME = logicBlock_s
export DESIGN_NICKNAME = logicBlock_s
export VERILOG_FILES = /design/flow/design.v
export SDC_FILE = /design/flow/constraint.sdc
export NUM_CORES = 4
export LEC_CHECK = 1
export CORE_AREA = 10 10 70 70
export DIE_AREA = 0 0 80 80
==> flow/constraint.sdc <==
current_design logicBlock_s

set clk_period 2.9
set clk_io_pct 0.2

create_clock -name clk0 -period $clk_period

set non_clock_inputs [all_inputs -no_clocks]
set_input_delay [expr $clk_period * $clk_io_pct] -clock clk0 $non_clock_inputs
set_output_delay [expr $clk_period * $clk_io_pct] -clock clk0 [all_outputs]
==> results.txt <==
worst-margin pin slew = 0.218 ns
post-synth cell types = 29
Adder Share, Synth = 0.181
CLK BUF = 0
Mean Syn Cell Area = 7.49 um^2
critical path type = input pin to output pin
1st-pass router iterations = 3
Post-DP HPWL = 1.45 mm
Ys Warns = 0
Chip Area = 6400 um^2
xor+xnor area frac = 0.0316
worst path arrival time = 2.35 ns
CP Launch Type = input pin
# Cells Yosys = 74
Tool Warnings = 35
FF/Latch Area = 0 um^2
Worst Hold Launch = A[0]
DR vias = 597
fillers = 363
RSZ-0062 raised after global routing = yes
IO Count = 28
GP Congestion = 0.743
first-iteration detailed-routing DRC count = 47
CTS Hold Buffers Added = 0
first-pass GRT wire length = 2.81 mm
MI comb area = 518 um^2
Sequential Power Share = 0
Pint = 76.5 uW
initial antenna violation count = 0
Switch Pwr = 42.7 uW
Top Layout Cells = 18 x clkdlybuf4s50_1, 18 x buf_4, 8 x a21oi_1
Seq share, synth = 0
post-DR vias/cell = 3.85
Critical Path Source = Ci
Worst Hold Class = input pin to output pin
flop count = 0
layout cell share with drive strength beyond 1 = 0.404
Power per Cell Area = 115 nW/um^2
Non-Filler Instances = 155
status = complete, but fails checks
Floorplan Utilization = 0.162
FP Rows = 21
I/O Buffers = 28
drt drc = 0
maxcap violations = 0
clock group share of total power = 0
Simple Share, Synth = 0.192
placed cells = 155
Post-Syn Instances = 74
Logic family by area = buffers and inverters
TNS Setup = -0.0345 ns
Worst EP required = 2.32 ns
Final min period = 2.93 ns
Slew HR = 0.853
yosys stat chip area = 554 um^2
Area Overhead vs Synth = 87.8%
setup slack after layout = -0.0345 ns
overall power = 119 uW
nature of the critical path endpoint = output pin
Post-Route WL = 1.67 mm
Comb pwr share = 1.000
Hold Vio Cnt, Final = 0
Diodes inserted = 0
pin count of the biggest net entering global routing = 14
worst vdd ir = 59.1 uV
max-slew violations = 0
mux share = 0.135
Syn Std Cell Area = 554 um^2
Routed wire per std cell = 10.7 um
cycle use final = 1.01
Final ANT Viol Nets = 0
critical path fanouts, max = 2
total gr overflow = 0
Net Sw Frac = 0.358
gr usage total = 0.0516
total core area = 3420 um^2
Complex Gates by Area = 0.217
die width = 80 um
failing checks = negative setup slack
Fmax achieved = 341 MHz
leak pwr = 0.459 nW
Final Setup Violations = 1
number of global-route vias before repair = 633
die height = 80 um
[kinds of logic after synthesis]
logic type | Yosys count
simple gates | 18
buf+inv | 23
compound gates | 18
xor+xnor | 2
mux | 5
fa+ha+maj | 8
[per-stage QoR]
stage	utilization	area, um^2	setup WS [ns]	hold slack, ns
6_report	0.305	1040	-0.0345	1.90
4_1_cts	0.302	1030	-0.0440	1.91
3_5_place_dp	0.289	987	-0.912	2.16
5_1_grt	0.305	1040	-0.0925	1.94
2_1_floorplan	-	608	0.00276	1.19
3_3_place_gp	0.289	987	-0.902	2.16
[worst max-delay path, cell delays in order]
cell	delay (ns)
buf_8	0.08
inv_6	0.03
ha_4	0.15
ha_4	0.15
ha_4	0.15
nor2b_4	0.12
ha_4	0.15
nor2b_4	0.12
ha_4	0.26
inv_2	0.02
mux4_2	0.42
buf_2	0.13
[cell type report]
type,count,area share
multi-input cells,51,0.498
well taps,46,0.0553
repair buffers,46,0.394
inverters,12,0.0529
[Yosys cell counts, drive strengths merged]
master	instances	area share
a211oi	1	0.014
a21o	1	0.014
a21oi	9	0.081
a221oi	1	0.027
a41o	1	0.018
and2	1	0.011
and2b	1	0.014
and4	1	0.016
buf	11	0.16
ha	8	0.18
inv	12	0.081
mux2i	3	0.054
mux4	2	0.081
nand2	2	0.014
nand2b	1	0.011
nand3	2	0.018
nand3b	2	0.027
nor2	3	0.020
nor2b	2	0.023
nor3b	1	0.014
o211a	1	0.018
o21ai	2	0.018
o22ai	1	0.011
o41ai	1	0.016
or2	1	0.011
or2b	1	0.014
xnor2	2	0.032
[repair_timing]
action	in CTS	in global routing
endpoints found under the hold margin	0	0
resized	38	4
pin swaps	5	0
buffers inserted	0	0
setup endpoints to repair	8	2
[power by group through the flow]
stage	logic (mW)	registers (mW)	clock network [mW]
4_1_cts	0.120	0	0
5_1_grt	0.133	0	0
6_report	0.119	0	0
[path summary, 6_finish.rpt]
path / cells past startpoint / to / slack (ns)
worst min-delay path: 5 / W[0] / 1.90
worst max-delay path: 12 / W[6] / -0.03
[routing by layer]
metal	global-route usage	part of all wire
met5	0	0
met4	0	0
met3	0.00909	0.056
met2	0.0923	0.46
met1	0.0664	0.48
Power is estimated from default activity; no workload was simulated.
