==> /design/flow/design.v <==
`timescale 1ns/1ns
module Counter_3(input wire [2:0] PI, input wire clk, rst, ci, cen, iz, output reg [2:0] PO, output wire co);
    assign lden = iz || co;
    always @(posedge clk, posedge rst) begin
        if (rst) PO <= 3'd0;
        else if (lden) PO <= PI;
        else if (cen) PO <= PO + ci;
    end
    assign co = &PO;
endmodule
`timescale 1ns/1ns
module s10000001detector(input wire clk, rst, J, output wire Y);
    parameter[2:0] Idle = 0, Seen1 = 1, Count = 2, Done = 3;
    reg [2:0] PS, NS;
    reg detected1, iz_cntr;
    wire done_cnt;
    reg [2:0] init_val = 3'b010;
    wire [2:0] cnt_val; 
    Counter_3 cntr(.PI(init_val), .clk(clk), .rst(rst), .ci(~J), .cen(detected1), .iz(iz_cntr), .PO(cnt_val), .co(done_cnt));
    always @(PS, NS, J, done_cnt) begin
        NS = Idle;
        {detected1, iz_cntr} = 2'b00;
        case (PS)
            Idle: begin NS = J ? Seen1 : Idle; end
            Seen1: begin NS = J ? Seen1 : Count; iz_cntr = 1'b1; end
            Count: begin
                detected1 = 1'b1;
                if (done_cnt && J) NS = Done; 
                else if (J) NS = Seen1; 
                else NS = Count;
            end
            Done: NS = J ? Seen1 : Count;
            default: NS = Idle;
        endcase
    end
    always @(posedge clk, posedge rst) begin
        if (rst) PS <= Idle;
        else PS <= NS;
    end
    assign Y = (PS == Done) ? 1'b1 : 1'b0;
endmodule
`timescale 1ns/1ns
module Counter_8(input wire [6:0] PI, input wire clk, rst, ci, cen, iz, output reg [6:0] PO, output wire co);
    assign lden = iz || co;
    always @(posedge clk, posedge rst) begin
        if (rst) PO <= 3'd0;
        else if (lden) PO <= PI;
        else if (cen) PO <= PO + ci;
    end
    assign co = &PO;
endmodule
`timescale 1ns/1ns
module SerCommunication(input wire clk, rst, RcIn, output wire txOut, txValid, txAbort);
    wire startSeen, detectorOut;
    wire start = detectorOut && ~startSeen, abort = detectorOut && startSeen;
    wire selectedRcIn = startSeen ? RcIn : ~RcIn;
    Transmitter transmitter(.clk(clk), .rst(rst), .RcIn(RcIn), 
    .start(start), .abort(abort), .startSeen(startSeen), 
    .txOut(txOut), .txAbort(txAbort), .txValid(txValid));
    s10000001detector seqDetector(.clk(clk), .rst(rst), 
    .J(selectedRcIn), .Y(detectorOut));
endmodule
`timescale 1ns/1ns
module Transmitter(input wire clk, rst, RcIn, start, abort, output reg txOut, txValid, txAbort, startSeen);
    parameter[1:0] Idle = 0, Count97 = 1, Done = 2;
    reg [1:0] PS, NS;
    reg [6:0] init_val = 7'b0011111;
    wire [6:0] cnt_val;
    reg izc;
    wire ld;
    wire co;
    assign ld = izc || co;
    Counter_8 cntr(.PI(init_val), .clk(clk), .rst(rst), .ci(1'b1), .cen(startSeen), .iz(ld), .PO(cnt_val), .co(co));
    always @(PS, NS, start, abort, co, RcIn) begin
        NS = Idle;
        {izc, txOut, txValid, txAbort, startSeen} = 5'b0;
        case (PS)
            Idle: begin 
                NS = start ? Count97 : Idle; 
                izc = 1'b1; 
                txOut = 1'b1;
            end
            Count97: begin
                if (co) begin
                    NS = Done;
                end
                else if (abort) begin 
                    NS = Idle; 
                    txAbort = 1'b1; 
                end 
                else begin
                    NS = Count97;
                    txOut = RcIn;
                    txValid = 1'b1;
                end
                startSeen = 1'b1;
            end
            Done: NS = Idle;
            default: NS = Idle;
        endcase
    end
    always @(posedge clk, posedge rst) begin
        if (rst) PS <= Idle;
        else PS <= NS;
    end
endmodule
==> /design/flow/run.sh <==
#!/bin/bash
# OpenROAD 26Q1-2900-gdf79404cd8, Yosys 0.63+post, stock flow scripts
make -C /OpenROAD-flow-scripts/flow DESIGN_CONFIG=/design/flow/config.mk WORK_HOME=/design/flow/orfs finish
==> /design/flow/config.mk <==
export PLATFORM = sky130hd
export DESIGN_NAME = SerCommunication
export DESIGN_NICKNAME = SerCommunication
export VERILOG_FILES = /design/flow/design.v
export SDC_FILE = /design/flow/constraint.sdc
export NUM_CORES = 4
export LEC_CHECK = 1
export CORE_AREA = 10 10 87 87
export DIE_AREA = 0 0 97 97
==> /design/flow/constraint.sdc <==
current_design SerCommunication

set clk_period 1.9
set clk_io_pct 0.2

create_clock -name clk0 -period $clk_period [get_ports {clk}]

set non_clock_inputs [all_inputs -no_clocks]
set_input_delay [expr $clk_period * $clk_io_pct] -clock clk0 $non_clock_inputs
set_output_delay [expr $clk_period * $clk_io_pct] -clock clk0 [all_outputs]
==> ci_impl_report.md <==
### Yosys + OpenROAD results

| Metric | Value |
|---|---|
| Max Used Layer | `met4` |
| CTS Hold Bufs | `0` |
| Tool warnings | `26` |
| Clk slew on worst S/H paths | `0.06 ns` |
| Worst EP required | `1.52 ns` |
| Worst flop-to-flop path startpoint | `transmitter.PS[2]$_DFF_PP0_` |
| Met2 wire length | `683 um` |
| Vias/cell | `3.648` |
| Worst Path Buf+Inv | `2` |
| I/O Buffers | `5` |
| Cell area leaders | `dfrtp_1, dfstp_2, ha_1, and3_1, mux2i_1` |
| Post-Route WL | `1513 um` |
| Outcome | `complete, no violations` |
| Area grow syn2layout | `35.91%` |
| CP arrival | `1.45 ns` |
| Yosys stat area | `794.5 sq um` |
| Die ar. | `0.009409 sq mm` |
| First-pass GRT wire length | `2725 um` |
| Initial antenna violation count | `0` |
| Final ANT Viol Nets | `0` |
| Cell Rows | `27` |
| Worst r2r path cells | `6` |
| Syn Area/Cell | `11.03 sq um` |
| Most instantiated logic cell after routing | `dfrtp_1` |
| Layout cell share with drive strength beyond 1 | `30.11%` |
| Deepest clock path buffer count | `2` |
| Core Area | `0.005642 sq mm` |
| Grt total ovfl | `0` |
| Clock root buffer master | `clkbuf_8` |
| Final GP Congestion | `0.7248` |
| Crit-path cells | `ha_2 -> and3_4 -> a21oi_2 -> buf_4 -> a21o_1 -> buf_2` |
| Post-synthesis cell type count | `26` |
| MaxCap Viol Count | `0` |
| Min-delay worst type | `input pin to async pin` |
| Die W | `97 um` |
| FMAX | `0.5475 GHz` |
| Diode count | `0` |
| Area leader share | `47.24%` |
| RSZ-0062 raised after global routing | `yes` |
| CP max stage cell | `dfrtp_1` |
| Pre-antenna DRT Iters | `2` |
| # setup viols final | `0` |
| Ports | `6` |
| Total power | `664.4 uW` |
| Critical Path Source Type | `register` |
| Fin crit share | `96.13%` |
| VDD IR-drop max | `0.2853 mV` |
| Vias | `602` |
| Tmin final | `1.826 ns` |
| Largest delay share family, worst path | `flip-flops` |
| Finished layout cell area | `0.001080 sq mm` |
| Max-slew violations | `0` |
| DRC | `0` |
| DP Area | `0.001013 sq mm` |
| Total track usage | `3.255%` |
| Cell count in the Yosys report | `72` |
| CTS Buf Count | `3` |
| H-Tree Depth | `1` |
| Largest net degree at the start of global routing | `18` |
| Synth Seq Share | `53.86%` |
| Critical path class | `register to primary output` |
| Leak pwr | `0.5384 nW` |
| Ys Warns | `6` |
| Vias in the first global route | `602` |
| Worst Skew | `0.003970 ns` |
| Worst-Margin Slew | `0.2932 ns` |
| Max-slew headroom | `80.46%` |
| DR WL met3 | `35 um` |
| DRT iter0 DRCs | `16` |
| Hold Vio Cnt, Final | `0` |
| Initial Util | `14.08%` |
| Critical path peak fanout | `3` |
| Synthesized registers | `17` |
| Worst R2R Setup Slack | `0.37 ns` |
| Mapped Area | `794.5 sq um` |
| Crit. End Element | `primary output` |
| CTS tree | `yes` |
| Mapped Cells | `72` |
| WL met1 | `766 um` |
| Latency at later pin | `0.25 ns` |
| Clk sinks | `17` |
| PwrDens | `615.3 mW/mm^2` |
| Dpl hpwl | `1152 um` |
| Die H | `97 um` |
| Top Layout Cells | `dfrtp_1, buf_4, nand2_1` |
| Area leader, netlist | `dfrtp_1` |
| WL per Instance | `9.170 um` |
| CP max stage delay | `0.38 ns` |
| Reg-to-reg endpoint | `seqDetector.cntr.PO[1]$_DFFE_PP0P_` |
synthesized netlist by cell type:
cell type / instances
a21o_1: 1
ha_1: 3
nand2_1: 8
nand2b_1: 2
dfstp_2: 2
nand4_1: 1
or3_1: 1
a21oi_1: 5
buf_6: 1
mux2i_1: 3
xnor2_1: 1
nor3_1: 5
inv_1: 3
and2_1: 2
a211o_1: 1
and3_1: 5
o21ai_0: 2
xor2_1: 3
dfrtp_1: 15
o22ai_1: 1
xor2_2: 1
a21oi_2: 1
and3_2: 1
nor2_1: 2
a21boi_1: 1
nand4_2: 1
state kept, by name, indices dropped and copies added (netlist names):
| register | count |
|---|---|
| transmitter.PS | 3 |
| seqDetector.PS | 4 |
| transmitter.cntr.PO | 7 |
| seqDetector.cntr.PO | 3 |
layer usage:
metal  GRT usage [%]  vias up
li1                -      290
met1           4.508      301
met2           5.164        9
met3          0.7163        2
met4          0.4510        0
met5               0        -
logic make-up (layout without fill, tap and decap cells):
logic type,count (synthesis),in the layout,share of synthesized area [%]
AOI/OAI and AO/OA,12,12,9.292
xor gates and xnor gates,5,5,6.458
adders and majority gates,3,3,4.725
buffers and inverters,4,25,2.834
DFF,17,17,53.86
muxes,3,3,3.780
and+or+nand+nor,28,28,19.06
worst min-delay path, delay by kind of cell:
kind,cells,cell delay [ns]
buf+inv,3,0.68
through the flow:
| step | setup TNS [ns] | hold slack [ns] | util, % | worst slack (ns) | std cells |
|---|---|---|---|---|---|
| floorplan | 0 | 0.3046 | - | 0.4503 | 72 |
| detailed placement | -0.1528 | 0.4283 | 17.96 | -0.08504 | 160 |
| global placement | -0.1272 | 0.4283 | 17.96 | -0.08488 | 160 |
| global route | -0.01102 | 0.4605 | 19.14 | -0.01102 | 165 |
| finish | 0 | 0.4379 | 19.14 | 0.07361 | 165 |
| CTS | 0 | 0.4441 | 19.16 | 0.04191 | 165 |
where the power goes:
group / total [mW] / internal, mW / switching (mW) / leakage [nW]
sequential: 0.373 / 0.367 / 0.00585 / 0.221
combinational: 0.0294 / 0.0139 / 0.0155 / 0.295
clock: 0.262 / 0.148 / 0.113 / 0.0228
total: 0.664 / 0.530 / 0.135 / 0.538
timing repair:
| action | CTS | global route |
|---|---|---|
| gates cloned | 0 | 0 |
| setup endpoints to repair | 3 | 2 |
| gates resized | 10 | 1 |
| endpoints found under the hold margin | 0 | 0 |
| pin swaps | 3 | 0 |
| setup buffers | 1 | 0 |
area by class of cell:
| type | count | area, sq um |
|---|---|---|
| inverters | 3 | 11.26 |
| repair buffers | 18 | 138.9 |
| well taps | 72 | 90.09 |
| multi-input cells | 51 | 366.6 |
| flip-flops and latches | 17 | 427.9 |
| clock buffers | 4 | 45.04 |
| fillers | 600 | 4562 |
worst max-delay path by stage:
stage | startpoint | slack, ns | to | cells after the start
4_1_cts | transmitter.cntr.PO[1]$_DFFE_PP0P_ | 0.04 | txValid | 5
5_1_grt | transmitter.cntr.PO[0]$_DFFE_PP0P_ | -0.01 | txOut | 6
6_report | transmitter.cntr.PO[1]$_DFFE_PP0P_ | 0.07 | txOut | 6
Power is estimated from default activity; no workload was simulated.
