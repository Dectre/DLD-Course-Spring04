## design.v

```verilog
`timescale 1ns/1ns
module Comparator8bit(input[7:0] A, B, output GT, EQ);
   wire GT1, EQ1, GT0, EQ0;
   Comparator4bit hi (.A(A[7:4]), .B(B[7:4]), .GT(GT1), .EQ(EQ1));
   Comparator4bit lo (.A(A[3:0]), .B(B[3:0]), .GT(GT0), .EQ(EQ0));
   GEcascade ge(.GT1(GT1), .EQ1(EQ1), .GT0(GT0), .EQ0(EQ0), .GT(GT), .EQ(EQ));
endmodule
module Comparator16bit(input[15:0] A, B, output GT, EQ);
   wire GT1, EQ1, GT0, EQ0;
   Comparator8bit hi (.A(A[15:8]), .B(B[15:8]), .GT(GT1), .EQ(EQ1));
   Comparator8bit lo (.A(A[7:0]), .B(B[7:0]), .GT(GT0), .EQ(EQ0));
   GEcascade ge(.GT1(GT1), .EQ1(EQ1), .GT0(GT0), .EQ0(EQ0), .GT(GT), .EQ(EQ));
endmodule
`timescale 1ns/1ns
module Comparator4bit (input  [3:0] A, B, output GT, EQ);
   wire GT1, EQ1, GT0, EQ0;
   Comparator2bit hi (.A(A[3:2]), .B(B[3:2]), .GT(GT1), .EQ(EQ1));
   Comparator2bit lo (.A(A[1:0]), .B(B[1:0]), .GT(GT0), .EQ(EQ0));
   GEcascade ge(.GT1(GT1), .EQ1(EQ1), .GT0(GT0), .EQ0(EQ0), .GT(GT), .EQ(EQ));
endmodule
`timescale 1ns/1ns
module Comparator2bit(input  [1:0] A, B, output GT, EQ);
    GT2bit gt(.A(A), .B(B), .GT(GT));
    EQ2bit eq(.A(A), .B(B), .EQ(EQ));
endmodule
`timescale 1ns/1ns
module EQ2bit(input[1: 0] A, B , output EQ);
assign #49 EQ = (~A[1] | B[1]) & (A[1] | ~B[1]) & (~A[0] | B[0]) & (A[0] | ~B[0]);
endmodule
`timescale 1ns/1ns
module GEcascade(input GT1, GT0, EQ1, EQ0, output logic GT, EQ);
    assign #56 GT = (EQ1 & GT0) | GT1;
    assign #28 EQ = EQ1 & EQ0;
endmodule
`timescale 1ns/1ns
module GT2bit(input[1: 0] A, B , output GT);
assign #37 GT = (A[1] & ~B[1]) | (A[0] & ~B[1] & ~B[0]) | (A[0] & A[1] & ~B[0]);
endmodule
```

## run.sh

```bash
#!/bin/bash
# OpenROAD 26Q1-2900-gdf79404cd8, Yosys 0.63+post, stock flow scripts
make -C /OpenROAD-flow-scripts/flow DESIGN_CONFIG=/design/flow/config.mk WORK_HOME=/design/flow/orfs finish
```

## config.mk

```make
export PLATFORM = sky130hd
export DESIGN_NAME = Comparator16bit
export DESIGN_NICKNAME = Comparator16bit
export VERILOG_FILES = /design/flow/design.v
export SDC_FILE = /design/flow/constraint.sdc
export NUM_CORES = 4
export LEC_CHECK = 1
export CORE_AREA = 10 10 70 70
export DIE_AREA = 0 0 80 80
```

## constraint.sdc

```tcl
current_design Comparator16bit

set clk_period 2.5
set clk_io_pct 0.2

create_clock -name clk0 -period $clk_period

set non_clock_inputs [all_inputs -no_clocks]
set_input_delay [expr $clk_period * $clk_io_pct] -clock clk0 $non_clock_inputs
set_output_delay [expr $clk_period * $clk_io_pct] -clock clk0 [all_outputs]
```

==> job_summary.md <==
### Metrics collected by this job

| Metric | Value |
|---|---|
| Status | `finished, final reports clean` |
| Slew @ Worst Pin | `308 ps` |
| Commonest cells post-synth | `15 x inv_1, 8 x ha_1, 7 x nand2_1` |
| RSZ-0062 raised after global routing | `no` |
| Detail Placement HPWL | `1380 µm` |
| P_leak | `0.000632 µW` |
| IO Count | `34` |
| Area leader, netlist | `ha_1` |
| Most area-consuming cells after synthesis | `ha_1 22%, inv_1 13%, xor2_1 7.8%` |
| Number of global-route vias before repair | `643` |
| Critical-path top delay cell | `a2111oi_2` |
| Crit Path Category | `input port to output pin` |
| Hold WC Path Type | `input port to output pin` |
| Setup violators final | `0` |
| WL final | `1610 µm` |
| Chip height | `80 µm` |
| Max-cap viol count | `0` |
| First-pass DRT Iterations | `3` |
| Area added between synthesis and finish | `144%` |
| CP startpoint kind | `input port` |
| Worst path arrival time | `1910 ps` |
| Vias per Instance | `3.82` |
| Flop count | `0` |
| Largest net degree at the start of global routing | `4` |
| Worst vdd ir | `0.0473 mV` |
| Layout cells sized above 1 | `37.3%` |
| Routed via count | `626` |
| Core ar. | `0.00342 mm²` |
| Final ANT Viol Nets | `0` |
| Number of cells in Yosys stat | `68` |
| Avg Inst Size Synth | `6.59 µm²` |
| Row count | `21` |
| Yosys top cell by instances | `inv_1` |
| Ys Warns | `0` |
| Gr usage total | `4.99%` |
| Placer Congestion | `0.790` |
| Chip Width | `80 µm` |
| Achievable Freq | `415 MHz` |
| PwrDens | `143 mW/mm²` |
| Drt wl/cell | `9.81 µm` |
| Worst path top cell family by delay | `AND-OR/OR-AND gates` |
| Post-Syn Instances | `68` |
| Max FO, Critical Path | `2` |
| Yosys synthesis chip area | `448 µm²` |
| FF+latch area | `0 µm²` |
| Post-layout period usage of the worst path | `96.5%` |
| Initial DRC Count | `7` |
| Rel. slew slack | `79.4%` |
| Crit path time final | `2410 ps` |
| Fillers | `357` |
| Area leader share | `22.3%` |
| Cells after DPL | `157` |
| DRC | `0` |
| Chip area | `0.00640 mm²` |
| Crit path cell chain | `clkdlybuf4s15_1, inv_2, ha_4, nand2_2, nor2_1, o31a_1, a2111oi_2, o21ai_2, buf_2` |
| Cell Type Count | `23` |
| CP max stage delay | `370 ps` |
| CP bufs+invs | `3` |
| Final std cells w/o fill | `164` |
| Mapped cell area | `448 µm²` |
| Final Cell Area | `0.00109 mm²` |
| Nature of the critical path endpoint | `output pin` |
| Max Slew Vio Count | `0` |
| Fp util | `13.1%` |
| Post-synthesis sequential area ratio | `0%` |
| Hold Fails Final Rpt | `0` |
| Ant. Diodes | `0` |
| GRT overflow | `0` |
| Clkbuf count | `0` |
| Req. time, crit path | `2000 ps` |
| Global-route wire length before repair | `2780 µm` |
| Initial antenna violation count | `0` |
| Tool warning count | `32` |
| Post-DP Area | `913 µm²` |
| PortBufs | `34` |
## cell type report
type | instances | area (µm²) | share of cell area, %
inverters | 15 | 56.3 | 5.15
well taps | 46 | 57.6 | 5.27
multi-input cells | 53 | 507 | 46.4
repair buffers | 50 | 472 | 43.2
## layout by cell type (no fill, tap or decap), drive strengths merged, types with 2 or more instances in the layout
| cell type | instances |
|---|---|
| o211a | 3 |
| clkbuf | 2 |
| dlygate4sd2 | 5 |
| a21oi | 2 |
| nand2b | 3 |
| nor2 | 5 |
| xnor2 | 3 |
| nor3 | 3 |
| xor2 | 4 |
| nand2 | 7 |
| clkdlybuf4s50 | 9 |
| o21ai | 2 |
| inv | 15 |
| ha | 8 |
| buf | 18 |
| a31oi | 2 |
| dlymetal6s2s | 15 |
## worst min-delay path, stage by stage
cell and delay, ps:
dlymetal6s2s_1 120, buf_4 130, a2111oi_2 60, o21ai_2 120, buf_2 90
## per-stage QoR
stage	worst slack (ps)	hold slack [ps]	utilization, %	TNS (ps)	power, µW
4_1_cts	0.752	1700	29.6	0	149
3_5_place_dp	-599	2240	26.7	-902	130
2_1_floorplan	422	1120	-	0	47.6
5_1_grt	2.41	1600	32.0	0	176
3_3_place_gp	-599	2250	26.7	-919	128
6_report	88.1	1520	32.0	0	156
## cell families (layout without fill, tap and decap cells)
| family | count (synthesis) | after routing | share of synthesized area [%] |
|---|---|---|---|
| xor gates and xnor gates | 7 | 7 | 13.7 |
| adders and majority gates | 8 | 8 | 22.3 |
| AOI/OAI and AO/OA | 17 | 17 | 29.1 |
| and+or+nand+nor | 21 | 21 | 22.3 |
| buffers and inverters | 15 | 65 | 12.6 |
## final timing paths
| path | startpoint | cells after the start | endpoint | slack, ps |
|---|---|---|---|---|
| worst max-delay path | B[3] | 9 | GT | 90 |
| worst min-delay path | B[6] | 5 | GT | 1520 |
## report_power, final
part | switching, µW | total [µW] | internal (µW)
clock | 0 | 0 | 0
combinational | 60.8 | 156 | 95.2
sequential | 0 | 0 | 0
## timing repair
action,CTS,global route
endpoints found under the hold margin,0,0
resized,26,31
hold buffers,0,0
buffers inserted,7,0
pin swaps,9,12
endpoints found under the setup margin,2,2
## routing by layer
metal	global-route usage, %	part of all wire, %
met4	0	0
met2	8.83	48
met5	0	0
met3	1.36	8.5
met1	6.20	43
Power is estimated from default activity; no workload was simulated.
